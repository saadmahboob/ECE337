### flow/run.sh
#!/bin/bash
# OpenROAD 26Q1-2900-gdf79404cd8, Yosys 0.63+post, stock flow scripts
make -C /OpenROAD-flow-scripts/flow DESIGN_CONFIG=/design/flow/config.mk WORK_HOME=/design/flow/orfs finish
### flow/config.mk
export PLATFORM = sky130hd
export DESIGN_NAME = counter
export DESIGN_NICKNAME = counter
export VERILOG_FILES = /design/flow/design.v
export SDC_FILE = /design/flow/constraint.sdc
export NUM_CORES = 4
export LEC_CHECK = 1
export CORE_AREA = 10 10 70 70
export DIE_AREA = 0 0 80 80
### flow/constraint.sdc
current_design counter

set clk_period 2.7
set clk_io_pct 0.2

create_clock -name clk0 -period $clk_period [get_ports {clk}]

set non_clock_inputs [all_inputs -no_clocks]
set_input_delay [expr $clk_period * $clk_io_pct] -clock clk0 $non_clock_inputs
set_output_delay [expr $clk_period * $clk_io_pct] -clock clk0 [all_outputs]
### flow/design.v
module flex_counter
#(
  NUM_CNT_BITS = 4
)
(
  input wire clk,
  input wire n_rst,
  input wire clear,
  input wire count_enable,
  input wire [NUM_CNT_BITS-1:0] rollover_val,
  output wire [NUM_CNT_BITS-1:0] count_out,
  output reg rollover_flag
);
  reg [NUM_CNT_BITS-1:0]curr_count;
  reg [NUM_CNT_BITS-1:0]next_count;
  reg curr_roll_flag;
  reg next_roll_flag;
  always_ff @ (posedge clk, negedge n_rst)
  begin
    if( n_rst == 0)
    begin
      curr_count <= '0;
      curr_roll_flag <= '0;     
    end
    else
    begin
      curr_count <= next_count;
      curr_roll_flag <= next_roll_flag;
    end
  end
  always_comb
  begin
    if(clear == 1)
    begin
      next_count = '0;
      next_roll_flag = '0;
    end
    else
    begin 
      if(count_enable == 1)
      begin
        next_count = curr_count + 1;
        next_roll_flag = 1'b0;
        if(next_count == (rollover_val + 1))
        begin
            next_count = 1;
        end
        if(next_count == rollover_val)
            next_roll_flag = 1'b1;
      end
      else
      begin
        next_roll_flag = 1'b0;
        next_count = curr_count;
      end
    end
  end
  assign count_out = curr_count;
  assign rollover_flag = curr_roll_flag;
endmodule
module counter
(
    input wire clk,
    input wire n_reset,
    input wire cnt_up,
    output wire one_k_samples
);
    reg [9:0] dc;
    flex_counter #(10) CNT
    (
        .clk(clk), 
        .n_rst(n_reset),
        .clear(1'b0), 
        .count_enable(cnt_up), 
        .rollover_val(10'd1000),
        .count_out(dc),
        .rollover_flag(one_k_samples)
    );
endmodule
==> results.txt <==
The run has ended; figures from its reports follow.

The switching share of power came out at 32.2%. The startpoint type of the worst setup path is a flip-flop. The remaining max-slew budget at the tightest pin is 66.5%. The total routing resource utilization after global routing came out at 4.42%. The total cells reported by yosys after synthesis came out at 81. The area fraction in compound gates came out at 9.54%.

The highest fanout seen on the critical path is 8. Walking the worst path, the cells encountered are ha_1, and3_4, nor4b_2, o22ai_1, or3_1, a31o_1. The cell-internal power is 303 uW. The top cell types in the final layout, fill and taps aside, are 11 x dfrtp_1, 9 x nand2_1, 6 x nand3_1, 6 x o21ai_0. The H-tree depth is 1. The maximum buffer depth of the clock tree came out at 2. The length of the first detailed-routing pass in iterations came out at 4.

The final sum of negative setup slack is 0 ns. The die height is 80 um. The final core area utilization came out at 24.3%. The adder-cell area share of the yosys netlist came out at 5.11%. According to the floorplan report, the total die area is 0.00640 mm^2.

The via count of the first global-routing pass is 515. The combinational fraction of design power is 22.8%. Once detail routing completed, the nets flagged for antenna violations numbered 0. The worst path setup slack after routing is 0.683 ns. The count of different cell masters after synthesis is 30. After layout, the setup clock skew is reported as 0.00886 ns. The violation count after the first detailed-route iteration came out at 43.

The routed layout has 565 vias. The layout overhead on the synthesized area is 12.9%. The cell area power density is 539 mW/mm^2. Sequential cells were found to cover 37.5% of the synthesized design area. The script extracted a total leakage power of 0.000302 uW. The layout cell share with drive strength beyond 1 came out at 10.6%.

During synthesis, Yosys emitted a total of 2 warnings. The average instance area after synthesis is 9.07 um^2. In this run the maximum-capacitance check reported violations numbering 0. The wire length of the first global-routing pass is 2350 um. The area of the core is 0.00342 mm^2. After detailed routing, the number of vias per cell comes to 4.31.

The flow ran to the end, and the final reports show no timing, DRC or antenna violations. The final count of hold timing violations is 0. In this run the tools logged warnings totalling 27. The slew of the pin with the lowest slew margin came out at 0.501 ns. The required time at the worst-slack endpoint is 2.87 ns. After technology mapping, the gate count stands at 81. OpenSTA, run right after detailed placement, puts the worst setup slack at 0.669 ns. Per the detail_route report, routed wire per instance is 9.99 um. In the final report, the number of pins over their slew limit comes to 0. Per the finish-stage timing summary, setup violations number 0. The flow reports that sequential cells draw 51.9% of the design power. The multiplexer share of the synthesized area is 2.73%. The number of resized instances in the post-cts repair step came out at 0. The number of top-level pins came out at 4.

The longest incremental delay of any stage on the critical path is reported as 0.45 ns. The total number of placement rows came out at 21. The reported net switching power is 144 uW. The critical path's slowest stage uses the library cell dfrtp_1. The clock sink count came out at 11. The critical path capture point type is a flip-flop. The number of DRC violations after detailed routing is 0. The category of cells accounting for the largest share of critical-path delay is simple AND/OR/NAND/NOR gates. The floorplan die width came out at 80 um. Setup repair after global routing left no endpoint under its margin. After synthesis, the largest family of logic cells by area is simple AND/OR/NAND/NOR gates. Looking at the power breakdown, the clock network takes 25.3% of the total. Per the detail_route report, inserted antenna diodes total 0. The highest supply drop recorded on VDD is 0.248 mV. The total cell area reported by yosys after synthesis is 734 um^2. The critical path is of the flip-flop to flip-flop type. The clock reaches the later pin of the worst-skew pair after 0.27 ns. The HPWL after detailed placement is 980 um. The initial antenna violation count was 0.

The number of buffers and inverters on the critical path is 0. The smallest clock period supported by the final layout is computed as 2.02 ns. The synthesized netlist occupies a cell area of 734 um^2. The number of storage elements in the synthesis netlist came out at 11. The remaining global-route overflow is 0.

The worst path arrival time is 2.19 ns. The final cycle utilization of the critical path is 74.7%. The total power after layout came out at 447 uW. The post-CTS clock slew at the launch and capture registers of the worst setup and hold paths came out at 0.07 ns.

The maximum number of pins on one net before global-route repair is 12. TritonCTS built the clock tree. The clock root buffer is clkbuf_4. By instance count after routing, the leading logic cell type is dfrtp_1. The synthesized netlist devotes 7.33% of its cell area to XOR and XNOR gates. The type of the most critical hold path is flip-flop to flip-flop.

The wire length reported by the detailed router is 1310 um. The cell-mix breakdown from Yosys lists the simple-gate area share as 33.2%. The count of hold-fix buffers inserted at cts came out at 0. The CTS report gives the tree buffer count as 3. The number of buffers inserted to repair setup after CTS is 0. Buffers placed on the I/O ports in this run total 3. Per the timing report, the achievable frequency comes out to 496 MHz. The starting density of the core is 21.5%. The routability congestion estimate from global placement came out at 0.769.
## logic make-up (layout without fill, tap and decap cells)
| logic type | Yosys count | after routing |
|---|---|---|
| AND/OR/NAND/NOR | 43 | 43 |
| AND-OR/OR-AND | 12 | 12 |
| flip-flops | 11 | 11 |
| buffers and inverters | 6 | 10 |
| XOR/XNOR | 4 | 4 |
| adder cells (fa/ha/maj) | 3 | 3 |
| multiplexers | 2 | 2 |
## state kept, by name, indices dropped and copies added, names as in the netlist
signal,cells
CNT.curr_roll_flag,1
CNT.curr_count,10
## cell type report
class / instances / area (um^2)
clock buffer: 4 / 26.3
fill: 374 / 2590
inverter: 2 / 7.51
multi-input combinational: 64 / 425
sequential: 11 / 275
tap: 46 / 57.6
timing repair buffer: 4 / 37.5
## final timing paths
path | slack (ns) | depth (start not counted) | to | start
min reg2reg | 0.54 | 1 | CNT.curr_count[2]$_DFFE_PN0P_ | CNT.curr_count[2]$_DFFE_PN0P_
max reg2reg | 0.68 | 6 | CNT.curr_count[7]$_DFFE_PN0P_ | CNT.curr_count[0]$_DFFE_PN0P_
min in group asynchronous | 0.60 | 1 | CNT.curr_count[5]$_DFFE_PN0P_ | n_reset
max in group asynchronous | 1.76 | 1 | CNT.curr_count[2]$_DFFE_PN0P_ | n_reset
min | 0.54 | 1 | CNT.curr_count[2]$_DFFE_PN0P_ | CNT.curr_count[2]$_DFFE_PN0P_
max | 0.68 | 6 | CNT.curr_count[7]$_DFFE_PN0P_ | CNT.curr_count[0]$_DFFE_PN0P_
## routing by layer
| metal | routed length (um) | global-route usage [%] | up-vias |
|---|---|---|---|
| li1 | - | - | 290 |
| met4 | 23 | 0.528 | 0 |
| met2 | 569 | 6.66 | 7 |
| met5 | 0 | 0 | - |
| met1 | 646 | 5.88 | 264 |
| met3 | 69 | 1.93 | 4 |
## per-stage QoR
| step | hold WS, ns | instances | instance area [um^2] |
|---|---|---|---|
| final | 0.540 | 131 | 830 |
| after global routing | 0.572 | 131 | 830 |
| after CTS | 0.542 | 131 | 830 |
| after detailed placement | 0.529 | 127 | 803 |
| after global placement | 0.530 | 127 | 803 |
| after floorplan | 0.244 | 81 | 734 |
## synthesized netlist by cell type (all sizes together)
master,n,area [um^2]
dfrtp,11,275
nand2,9,33.8
nand3,6,30.0
o21ai,6,30.0
nor2,5,18.8
nor3,5,25.0
nand2b,4,25.0
xnor2,4,53.8
a21oi,3,15.0
and3,3,23.8
ha,3,37.5
buf,2,18.8
clkbuf,2,7.51
inv,2,7.51
mux2i,2,20.0
nand3b,2,15.0
nor3b,2,15.0
nor4b,2,23.8
a21bo,1,10.0
a31o,1,8.76
and2,1,6.26
and2b,1,8.76
nor2b,1,6.26
nor4,1,6.26
o22ai,1,6.26
or3,1,6.26
## power by group through the flow
stage | Combinational, uW | Clock [uW] | Sequential [uW]
6_report | 102 | 113 | 232
5_1_grt | 119 | 127 | 239
4_1_cts | 104 | 119 | 231
No activity file was given, so power comes from the tool's default toggle rates.
