**config.mk**
```make
export PLATFORM = sky130hd
export DESIGN_NAME = timer
export DESIGN_NICKNAME = timer
export VERILOG_FILES = /design/flow/design.v
export SDC_FILE = /design/flow/constraint.sdc
export NUM_CORES = 4
export LEC_CHECK = 1
export CORE_AREA = 10 10 83 83
export DIE_AREA = 0 0 93 93
```
**constraint.sdc**
```tcl
current_design timer

set clk_period 1.8
set clk_io_pct 0.2

create_clock -name clk0 -period $clk_period [get_ports {clk}]

set non_clock_inputs [all_inputs -no_clocks]
set_input_delay [expr $clk_period * $clk_io_pct] -clock clk0 $non_clock_inputs
set_output_delay [expr $clk_period * $clk_io_pct] -clock clk0 [all_outputs]
```
**design.v**
```verilog
module flex_counter
#(
  NUM_CNT_BITS = 4
)
(
  input wire clk,
  input wire n_rst,
  input wire clear,
  input wire count_enable,
  input wire [NUM_CNT_BITS-1:0] rollover_val,
  output wire [NUM_CNT_BITS-1:0] count_out,
  output reg rollover_flag
);
  reg [NUM_CNT_BITS-1:0]curr_count;
  reg [NUM_CNT_BITS-1:0]next_count;
  reg curr_roll_flag;
  reg next_roll_flag;
  always_ff @ (posedge clk, negedge n_rst)
  begin
    if( n_rst == 0)
    begin
      curr_count <= '0;
      curr_roll_flag <= '0;     
    end
    else
    begin
      curr_count <= next_count;
      curr_roll_flag <= next_roll_flag;
    end
  end
  always_comb
  begin
    if(clear == 1)
    begin
      next_count = '0;
      next_roll_flag = '0;
    end
    else
    begin 
      if(count_enable == 1)
      begin
        next_count = curr_count + 1;
        next_roll_flag = 1'b0;
        if(next_count == (rollover_val + 1))
        begin
            next_count = 1;
        end
        if(next_count == rollover_val)
            next_roll_flag = 1'b1;
      end
      else
      begin
        next_roll_flag = 1'b0;
        next_count = curr_count;
      end
    end
  end
  assign count_out = curr_count;
  assign rollover_flag = curr_roll_flag;
endmodule
module timer 
(
	input wire clk,
	input wire n_rst,
	input wire enable_timer,
	output wire shift_strobe,
	output wire packet_done
);
    reg [3:0]count_out1;
    reg [3:0]count_out2;
    reg ff_1;
    reg delayed_enable_timer;
    flex_counter #(4) count_to_10
    (
        .clk(clk),
 	    .n_rst(n_rst),
 	    .clear(packet_done),
 	    .count_enable(delayed_enable_timer),
 	    .rollover_val(4'd10),
 	    .count_out(count_out1),
 	    .rollover_flag(shift_strobe)
    );
    flex_counter #(4) count_to_9
    (
        .clk(clk),
        .n_rst(n_rst),
        .clear(packet_done),
        .count_enable(shift_strobe),
        .rollover_val(4'd9),
        .count_out(count_out2),
        .rollover_flag(packet_done)
    );
    always_ff @ (posedge clk, negedge n_rst) 
    begin
        if(n_rst == 0) 
        begin 
            ff_1 <= 0;
            delayed_enable_timer <= 0;
        end
        else 
        begin
            ff_1 <= enable_timer;
            delayed_enable_timer <= ff_1;
        end
    end
endmodule
```
**run.sh**
```bash
#!/bin/bash
# OpenROAD 26Q1-2900-gdf79404cd8, Yosys 0.63+post, stock flow scripts
make -C /OpenROAD-flow-scripts/flow DESIGN_CONFIG=/design/flow/config.mk WORK_HOME=/design/flow/orfs finish
```
==> flow_summary.toml <==
# yosys + openroad results
[worst_setup_path]
r2r_cells = 5
critPathRequiredTime_ns = 1.44
crit_type = "register to output pin"
cp-end-kind = "output pin"
path_delay_family = "buffers and inverters"
worstPathCellList = "clkdlybuf4s50_1"
crit_path_max_incr_delay_ns = 0.56
rrSetupSlack_ns = 0.31
rr_startpoint = "count_to_10.curr_count[0]$_DFFE_PN0P_"
cp_max_fo = 9
critical_path_arrival_ns = 1.29
cp_num_buf_inv = 1
r2r-end = "count_to_10.curr_count[3]$_DFFE_PN0P_"
crit_path_start_kind = "register"
crit_slowest_cell = "clkdlybuf4s50_1"

[clock_network]
clockRootBuffer = "clkbuf_8"
path_clk_slew_ns = 0.05
cts_tree = "built"
clkLatencyLatePin_ns = 0.24
cts_sinks = 12
cts_resized = 0
cts_setup_buffers = 0
htree_levels = 1
cts_buffer_depth = 2
cts-buffers-inserted = 3
cts_hold_buf = 0

[pwr]
power_density_nw_per_um2 = 1350
peakVddDrop_mv = 0.617
power_frac_seq = 0.406
p_int_uw = 757
leakage_nw = 0.360
power_frac_clock = 0.234
netSwitchingPower_uw = 460
swShare = 0.378
p_comb_frac = 0.360

[final_timing]
drv_slew = 0
tns_ns = 0
worst_pin_slew_ns = 0.514
period_used_share = 0.918
slew_headroom = 0.656
fmax_mhz = 605
fin_crit_ns = 1.65
hold_viol_final = 0
fin_worst_skew_ns = 0.00276
setup_violations = 0
rsz0062_at_grt = "false"

[logic_synthesis]
top_area_frac = 0.410
ff_type = "dfrtp_1"
edf_count = 0
synth_area_sq_um = 733
area_leaders = "dfrtp_1 (41%), ha_1 (8.5%), xor2_1 (3.6%)"
ys_chip_area_sq_um = 733
yosysWarningCount = 3
yosys-top-cells-count = "dfrtp_1 (12), inv_1 (6), ha_1 (5)"
synthCells = 72
largest_area_cell = "dfrtp_1"
async_flop_share = 1.00
synth_area_per_cell_sq_um = 10.2
ys_ff = 12
synth.distinct_cells = 33
top_cell = "dfrtp_1"
synth-seq-area-share = 0.410
yosys-stat-cells = 72

[hold_path]
hold_depth = 0
min_to = "delayed_enable_timer$_DFF_PN0_"
min_path_type = "register to register"
hold_start = "ff_1$_DFF_PN0_"

[drt]
vias = 534
routed_wirelength_mm = 1.28
drt_iter0_markers = 6
antenna_left = 0
detail_route.vias_per_cell = 3.61
drc_errors = 0
antennaDiodeCount = 0
wl_per_cell_um = 8.67
dr.pass1.iters = 4

[cells_and_area]
final_util = 0.176
layout-drive-gt1-share = 0.115
syn2layout_area_growth_pct = 23.4
fin_cells = 148

[floorplan]
pin_count = 5
fp_util = 0.143
coreArea_sq_um = 5140
die_y_um = 93
dieArea_sq_um = 8650
rows = 26
fp.dieW_um = 93

[flow_run]
warning_count = 28
cap_viol_max_count = 0

[grt]
grt_pass1_vias = 538
overflow = 0
grt_max_degree = 13
grtUsageTotal = 0.0332
antenna_found_initial = 0
grt_pass1_wl_mm = 2.42

[placed_design]
dp_cells = 144
port_buffers = 4
dpl.hpwl_um = 970
gp_congestion = 0.754

[status]
status = "complete, no violations"
[area by class of cell]
cell class | count | area, sq um
fill | 602 | 4240
multi-input combinational | 51 | 392
timing repair buffer | 5 | 47.5
sequential | 12 | 300
tap | 70 | 87.6
clock buffer | 4 | 55.1
inverter | 6 | 22.5
[cells by family (layout without fill, tap and decap cells)]
group                    after synthesis  after routing  synth area share
AND-OR/OR-AND                         19             19             0.222
XOR/XNOR                               4              4            0.0478
adder cells (fa/ha/maj)                5              5            0.0853
buffers and inverters                  9             15            0.0563
flip-flops                            12             12             0.410
AND/OR/NAND/NOR                       23             23             0.179
[worst max path at each step]
stage,start,to,slack [ns],cells past startpoint
4_1_cts,count_to_10.curr_roll_flag$_DFF_PN0_,shift_strobe,0.13,1
5_1_grt,count_to_10.curr_roll_flag$_DFF_PN0_,shift_strobe,0.06,1
6_report,count_to_10.curr_roll_flag$_DFF_PN0_,shift_strobe,0.15,1
[through the flow]
step | setup slack (ns) | area (sq um) | power, mW | hold slack (ns)
after floorplan | 0.441 | 733 | 0.854 | 0.0644
after global placement | 0.343 | 850 | 0.933 | 0.333
after detailed placement | 0.303 | 850 | 0.934 | 0.336
after CTS | 0.126 | 905 | 1.23 | 0.348
after global routing | 0.0573 | 905 | 1.34 | 0.369
final | 0.148 | 905 | 1.22 | 0.345
[per-layer routing]
layer  track usage  share of wire
met1        0.0501           0.55
met2        0.0456           0.39
met3        0.0129          0.060
met4       0.00129              0
met5             0              0
[cells in the final DEF, fill, tap and decap left out, types with 2 or more instances in the layout]
master,n
a21oi_1,3
a31oi_1,2
clkbuf_8,4
clkdlybuf4s50_1,4
dfrtp_1,12
ha_1,5
inv_1,6
nand2_1,3
nand2b_1,2
nand3_1,4
nand3b_1,3
nor2_1,4
nor2b_1,2
nor3_1,2
xor2_1,3
[worst reg2reg max path, stage by stage (launching register included)]
cell      delay (ns)
dfrtp_1         0.52
inv_1           0.08
ha_1            0.25
a32oi_2         0.17
a22oi_2         0.11
a211oi_1        0.26
[sequential cells by signal, summed over array words and instances (netlist names)]
register	cells
delayed_enable_timer	1
ff_1	1
count_to_9.curr_roll_flag	1
count_to_9.curr_count	4
count_to_10.curr_roll_flag	1
count_to_10.curr_count	4
[power groups by stage]
stage                 clock [mW]  sequential [mW]  combinational [mW]
after global routing       0.309            0.520               0.509
final                      0.285            0.494               0.438
after CTS                  0.293            0.494               0.441
No activity file was given, so power comes from the tool's default toggle rates.
