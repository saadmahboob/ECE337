--- /design/flow/run.sh ---
#!/bin/bash
# OpenROAD 26Q1-2900-gdf79404cd8, Yosys 0.63+post, stock flow scripts
make -C /OpenROAD-flow-scripts/flow DESIGN_CONFIG=/design/flow/config.mk WORK_HOME=/design/flow/orfs finish
--- /design/flow/config.mk ---
export PLATFORM = sky130hd
export DESIGN_NAME = controller
export DESIGN_NICKNAME = controller
export VERILOG_FILES = /design/flow/design.v
export SDC_FILE = /design/flow/constraint.sdc
export NUM_CORES = 4
export LEC_CHECK = 1
export CORE_AREA = 10 10 70 70
export DIE_AREA = 0 0 80 80
--- /design/flow/constraint.sdc ---
current_design controller

set clk_period 2.2
set clk_io_pct 0.2

create_clock -name clk0 -period $clk_period [get_ports {clk}]

set non_clock_inputs [all_inputs -no_clocks]
set_input_delay [expr $clk_period * $clk_io_pct] -clock clk0 $non_clock_inputs
set_output_delay [expr $clk_period * $clk_io_pct] -clock clk0 [all_outputs]
--- /design/flow/design.v ---
module controller
(
    input wire clk,
    input wire n_reset,
    input wire dr,
    input wire overflow,
    output reg cnt_up,
    output wire modwait,
    output reg [1:0] op,
    output reg [3:0] src1,
    output reg [3:0] src2,
    output reg [3:0] dest,
    output reg err
);
    reg curr_modwait;
    reg next_modwait;
    typedef enum logic [3:0] {IDLE, STORE, SORT1, SORT2, SORT3, SORT4, ADD1, ADD2, ADD3, EIDLE}
    state_type;
    state_type curr_state, next_state;
    always_ff @ (posedge clk, negedge n_reset)
    begin
        if(n_reset == 0)
        begin
            curr_state <= IDLE;
            curr_modwait <= '0;
        end
        else
        begin
            curr_state <= next_state;
            curr_modwait <= next_modwait;
        end
    end
    always_comb begin
        next_state = curr_state;
        cnt_up = 1'b0;
        next_modwait = curr_modwait;    
        op = 2'b00;
        src1 = 4'h0;
        src2 = 4'h0;
        dest = 4'h0;
        err = 1'b0;
        case(curr_state) 
            IDLE      : begin
                            if(dr == 1)
                            begin
                                next_state = STORE;
                                next_modwait = 1'b1;
                            end
                            else
                            begin
                                next_state = IDLE;
                                next_modwait = 1'b0;
                            end
                            cnt_up = 1'b0;
                            op = 2'b00;
                            src1 = 4'h0;
                            src2 = 4'h0;
                            dest = 4'h0;
                            err = 1'b0;
                        end
            STORE     : begin
                            if(dr == 1)
                            begin
                                next_state = SORT1;
                                next_modwait = 1'b1;
                            end
                            else
                            begin
                                next_state = EIDLE;
                                next_modwait = 1'b0;
                            end
                            cnt_up = 1'b0;  
                            op = 2'b10;
                            src1 = 4'h0;
                            src2 = 4'h0;
                            dest = 4'h5;
                            err = 1'b0;
                        end
            SORT1     : begin
                            next_state = SORT2;
                            cnt_up = 1'b1;
                            next_modwait = 1'b1;    
                            op = 2'b01;
                            src1 = 4'h2;
                            src2 = 4'h0;
                            dest = 4'h1;
                            err = 1'b0;
                        end
            SORT2     : begin
                            next_state = SORT3;
                            cnt_up = 1'b0;
                            next_modwait = 1'b1;    
                            op = 2'b01;
                            src1 = 4'h3;
                            src2 = 4'h0;
                            dest = 4'h2;
                            err = 1'b0;
                        end
            SORT3     : begin
                            next_state = SORT4;
                            cnt_up = 1'b0;
                            next_modwait = 1'b1;    
                            op = 2'b01;
                            src1 = 4'h4;
                            src2 = 4'h0;
                            dest = 4'h3;
                            err = 1'b0;
                        end
            SORT4     : begin
                            next_state = ADD1;
                            cnt_up = 1'b0;
                            next_modwait = 1'b1;    
                            op = 2'b01;
                            src1 = 4'h5;
                            src2 = 4'h0;
                            dest = 4'h4;
                            err = 1'b0;
                        end
            ADD1     : begin
                            if(overflow == 0)
                            begin
                                next_modwait = 1'b1;
                                next_state = ADD2;
                            end
                            else
                            begin
                                next_modwait = 1'b0;
                                next_state = EIDLE;
                            end
                            cnt_up = 1'b0;
                            op = 2'b11;
                            src1 = 4'h1;
                            src2 = 4'h2;
                            dest = 4'h5;
                            err = 1'b0;
                       end
            ADD2     : begin
                            if(overflow == 0)
                            begin
                                next_state = ADD3;
                                next_modwait = 1'b1;
                            end
                            else
                            begin
                                next_state = EIDLE;
                                next_modwait = 1'b0;
                            end
                            cnt_up = 1'b0;   
                            op = 2'b11;
                            src1 = 4'h3;
                            src2 = 4'h4;
                            dest = 4'h6;
                            err = 1'b0;
                       end
            ADD3     :    begin
                            if(overflow == 0)
                            begin
                                next_state = IDLE;
                                next_modwait = 1'b0;
                            end
                            else
                            begin
                                next_state = EIDLE;
                                next_modwait = 1'b0;
                            end
                            cnt_up = 1'b0;
                            op = 2'b11;
                            src1 = 4'h5;
                            src2 = 4'h6;
                            dest = 4'h0;
                            err = 1'b0;
                          end
            EIDLE    :    begin
                            if(dr == 1)
                            begin
                                next_state = STORE;
                                next_modwait = 1'b1;
                            end
                            else
                            begin
                                next_state = EIDLE;
                                next_modwait = 1'b0;
                            end
                            cnt_up = 1'b0;   
                            op = 2'b00;
                            src1 = 4'h0;
                            src2 = 4'h0;
                            dest = 4'h0;
                            err = 1'b1;                           
                          end
        endcase
    end
    assign modwait = curr_modwait;
endmodule
==> impl_metrics.csv <==
group,metric,value,unit
drt,wire_per_inst,11.4,um
worst_setup_path,worstPathCellList,"or2_1 > or4_4 > nand2b_4 > dlygate4sd2_1",
layout,synthToLayoutAreaGrowth,55.4,%
sta,rsz0062_at_grt,"no",
synthesis,edf_count,0,
worst_setup_path,required,1760,ps
place,hpwl,1.02,mm
layout,drive_gt1_frac,0.179,
grt,gr-total-overflow,0,
synthesis,numSynthFlops,11,
worst_setup_path,worstSetupStartpointType,"register",
place,port_buffers,16,
place,place_congestion,0.830,
min_path,hold_path_class,"reg -> reg",
worst_setup_path,cp_slowest_stage_delay,420,ps
pwr,p_sw,0.120,mW
sta,skew,6.71,ps
worst_setup_path,critical_path.top_delay_family,"simple AND/OR/NAND/NOR gates",
sta,final.setup.tns,0,ps
synthesis,synthTopCellsByArea,"dfrtp_1 53%, buf_4 6.3%, dfstp_2 5.5%, nor2_1 4.7%, or3_1 4.0%",
drt,insertedDiodeCount,0,
synthesis,top_area_frac,0.528,
run,log.warning_count,25,
pwr,p_per_area,698,nW/um^2
pwr,p_comb_frac,0.279,
drt,dr_total_vias,393,
pwr,seqPwrFrac,0.462,
pwr,p_sw_frac,0.233,
clock_network,clk_latency,260,ps
worst_setup_path,worstSetupStartpoint,"curr_state[4]",
clock_network,cts_sinks,11,
grt,grt_pass1_vias,417,
sta,final-hold-violation-count,0,
synthesis,yosysWarningCount,1,
synthesis,ys_dominant_reg_cell,"dfrtp_1",
sta,finalMaxSlewViolations,0,
worst_setup_path,path_class,"reg -> out",
floorplan,fp-utilization,0.139,
floorplan,pin_count,21,
clock_network,cts_buffers,3,
drt,post-route-drc-count,0,
run,drv_cap,0,
worst_setup_path,critPathArrivalTime,1680,ps
clock_network,cts_tree,"built",
worst_setup_path,cp.buffers_inverters,1,
clock_network,cts_buffer_depth,2,
min_path,min_path_cells,0,
worst_setup_path,cp_slowest_cell,"or4_4",
run_status,status,"finished, final reports clean",
worst_setup_path,rr_startpoint,"curr_state[6]",
clock_network,clk_pin_slew,70,ps
sta,fmax,472,MHz
sta,finalClockPeriodUsage,0.963,
synthesis,synthCells,45,
grt,grt_use_total,0.0420,
grt,antenna_found_initial,0,
drt,firstDrtPassIters,4,
clock_network,hold_buffers,0,
sta,fin_crit,2120,ps
pwr,peakVddDrop,0.000188,V
floorplan,die_area,6400,um^2
drt,drtAntennaViolNets,0,
sta,setup_viol,0,
worst_setup_path,worstPathMaxFanout,2,
synthesis,ys_async_sr_fraction,1.00,
clock_network,cts_root_buf,"clkbuf_4",
floorplan,die_w,80,um
worst_setup_path,path_depth,4,
sta,holdWs,436,ps
synthesis,post_synth_num_cell_types,20,
floorplan,die_height,80,um
synthesis,ys_chip_area,474,um^2
pwr,p_clk_frac,0.260,
floorplan,core_region_area,3420,um^2
grt,grt_first_pass_wirelength,2.14,mm
synthesis,top_area_cell,"dfrtp_1",
floorplan,row_count,21,
synthesis,synth_area,474,um^2
grt,grt_max_degree,12,
synthesis,synth.most_common_cell,"dfrtp_1",
pwr,internal-power,0.395,mW
pwr,p_leak,0.380,nW
drt,routed_wl,1.29,mm
worst_setup_path,ff2ff_path_depth,3,
synthesis,postSynthSeqShare,0.583,
synthesis,synth_stat.cells,45,
clock_network,htree_levels,1,
synthesis,common_cells,"10 x dfrtp_1, 6 x nor2_1, 4 x buf_4, 3 x or3_1",
drt,drt_iter0_markers,29,
drt,vias_per_cell,3.48,
synthesis,syn_area_per_cell,10.5,um^2
min_path,holdCritStartpoint,"curr_state[3]",
worst_setup_path,worst_setup_path_end_kind,"primary output",
[state kept, by name (all words and copies together), names as in the netlist]
name / flops
curr_modwait: 1
curr_state: 10
[what timing repair did]
| action | 4_1_cts | 5_1_grt |
|---|---|---|
| cloned | 0 | 0 |
| endpoints found under the setup margin | 2 | 2 |
| gates resized | 3 | 2 |
| setup buffers | 3 | 0 |
| pin swaps | 1 | 0 |
[final timing paths]
| check | to | slack (ps) |
|---|---|---|
| min in group asynchronous | curr_state[8] | 500 |
| min reg2reg | curr_state[8] | 440 |
| max in group asynchronous | curr_state[0] | 1340 |
| max | op[0] | 80 |
| max reg2reg | curr_modwait | 820 |
| min | curr_state[8] | 440 |
[kinds of logic after synthesis]
logic type / share of synthesized area
AND-OR/OR-AND: 0.0501
buffers and inverters: 0.0792
flip-flops: 0.583
other: 0.00791
AND/OR/NAND/NOR: 0.280
[layout make-up]
class | instances | area [um^2]
fill | 389 | 2680
sequential | 11 | 277
timing repair buffer | 19 | 186
multi-input combinational | 31 | 183
tap | 46 | 57.6
clock buffer | 4 | 26.3
inverter | 2 | 7.51
[routing by layer]
layer / GRT usage / vias to the layer above / wire length, um
met3: 0.0307 / 2 / 189
met4: 0.00176 / 0 / 8
met5: 0 / - / 0
met2: 0.0562 / 14 / 541
met1: 0.0557 / 191 / 554
li1: - / 186 / -
[metrics by stage]
step | power [mW] | instance area, um^2 | utilization | instances | setup slack (ps)
3_3_place_gp | 0.383 | 673 | 0.197 | 106 | 145
6_report | 0.514 | 737 | 0.216 | 113 | 81.0
5_1_grt | 0.551 | 737 | 0.216 | 113 | 20.2
3_5_place_dp | 0.382 | 673 | 0.197 | 106 | 122
2_1_floorplan | 0.282 | 485 | - | 48 | 639
4_1_cts | 0.528 | 732 | 0.214 | 113 | 21.5
[cells in the final DEF, fill, tap and decap left out, types with 2 or more instances in the layout]
master,count
nor2_1,6
clkdlybuf4s50_1,13
or4_4,2
inv_1,2
nor2b_1,2
dfrtp_1,10
o21ai_0,2
or3_1,3
or2_1,2
buf_4,3
nand2_1,2
conb_1,4
dlymetal6s2s_1,2
clkbuf_4,3
[power by group through the flow]
stage                 combinational (mW)  sequential (mW)  clock, mW
final                              0.143            0.237      0.133
after CTS                          0.151            0.237      0.140
after global routing               0.162            0.240      0.149
Power and IR drop assume default switching activity.
